==> ./design.v <==
module adder_subtractor_control (
    input wire [7:0] a,            
    input wire [7:0] b,            
    input wire [1:0] mode,         
    output wire [7:0] result,      
    output wire carry_borrow       
);
    wire [7:0] b_mod;              
    wire carry_out;                
    assign b_mod = (mode == 2'b10) ? b ^ 8'hFF : b;  
    assign {carry_out, result} = (mode == 2'b01 || mode == 2'b10) ? a + b_mod + mode[1] : 9'b0;
    assign carry_borrow = (mode == 2'b01 || mode == 2'b10) ? carry_out : 1'b0;
endmodule
==> ./run.sh <==
#!/bin/bash
# OpenROAD 26Q1-2900-gdf79404cd8, Yosys 0.63+post, stock flow scripts
make -C /OpenROAD-flow-scripts/flow DESIGN_CONFIG=/design/flow/config.mk WORK_HOME=/design/flow/orfs finish
==> ./config.mk <==
export PLATFORM = sky130hd
export DESIGN_NAME = adder_subtractor_control
export DESIGN_NICKNAME = adder_subtractor_control
export VERILOG_FILES = /design/flow/design.v
export SDC_FILE = /design/flow/constraint.sdc
export NUM_CORES = 4
export LEC_CHECK = 1
export CORE_AREA = 10 10 72 72
export DIE_AREA = 0 0 82 82
==> ./constraint.sdc <==
current_design adder_subtractor_control

set clk_period 8.0
set clk_io_pct 0.2

create_clock -name clk0 -period $clk_period

set non_clock_inputs [all_inputs -no_clocks]
set_input_delay [expr $clk_period * $clk_io_pct] -clock clk0 $non_clock_inputs
set_output_delay [expr $clk_period * $clk_io_pct] -clock clk0 [all_outputs]
==> reports/qor.yml <==
yosys:
  top_area_cell: "ha_1"
  top_cells_by_count: "ha_1, xor2_1, nor2_1"
  yosysWarnings: 0
  yosysTopAreaCellShare_pct: 22.5
  synthCells: 59
  yosysSeqAreaShare_pct: 0
  topCellsByArea: "ha_1, xor2_1, fa_1, nor2_1, xnor2_1"
  synth_area_um2: 444
  synth_cell_types: 22
  ys_chip_area_um2: 444
  yosys_cells: 59
  syn_avg_cell_area_um2: 7.53
place:
  placed_cells: 132
  routabilityCongestion: 0.778
  port_buffers: 27
  post-dp-hpwl_mm: 1.20
  pre_cts_slack_ps: 1700
cells_and_area:
  fillers: 417
  finalNonFillerCells: 132
  layout-drive-gt1-share_pct: 1.19
  flops: 0
  clock_buffers: 0
  syn2layout_area_growth_pct: 72.4
  regArea_um2: 0
  logic_area_um2: 420
flow_run:
  cap_violations: 0
  warnings: 32
sta:
  hold_viol: 0
  fin_ws_ps: 1780
  finalCritPeriodShare_pct: 77.7
  rsz0062_at_grt: "false"
  maxSlewViolCount: 0
  finalSetupTns_ps: 0
  setup_viol: 0
  worstMarginPinSlew_ps: 470
  relSlewSlack_pct: 68.7
  finalCriticalPeriod_ps: 6220
  fmax_mhz: 161
route:
  routed_wl_mm: 1.35
  diodes: 0
  vias: 487
  wl_per_cell_um: 10.2
  viasPerCell: 3.69
  drt_iter0_drc: 5
  firstDrtPassIters: 4
  ant_nets: 0
  post-route-drc-count: 0
floorplan:
  core_area_um2: 3690
  fp.dieH_um: 82
  fp.dieW_um: 82
  initCoreUtil_pct: 12.0
  io_pins: 27
  rows: 22
  dieArea_um2: 6720
global_route:
  grt_overflow: 0
  grt_max_degree: 10
  globalRouteTotalUtil_pct: 4.12
  antenna_found_initial: 0
  grt_pass1_vias: 521
  grt_pass1_wl_mm: 2.28
power_and_ir_drop:
  pwr-share-seq_pct: 0
  switchingPower_mw: 0.0268
  p_int_mw: 0.0410
  combPwrFrac_pct: 100.0
  max-vdd-ir-drop_mv: 0.0357
  total_leakage_power_nw: 0.325
  p_clk_share_pct: 0
  swShare_pct: 39.6
  power_density_nw_per_um2: 88.6
min_path:
  holdPathStages: 5
  hold_class: "input pin to output port"
clock_tree:
  cts_setup_buffers: 0
  ctsHoldBuffers: 0
  cts_resized: 0
setup_path:
  cp-start-kind: "input pin"
  cp_max_fo: 8
  cp-end-kind: "output port"
  critPathRequiredTime_ps: 6400
  crit_arrival_ps: 4620
  critical_path_class: "input pin to output port"
status:
  status: "finished clean"
[layout make-up]
class	instances	share of cell area, %
Tap cell	48	7.84
Timing Repair Buffer	27	35.3
Inverter	4	1.96
Multi-Input combinational cell	53	54.9
[kinds of logic (layout without fill, tap and decap cells)]
group	after synthesis	in the layout	synth area share, %
simple gates	17	17	17.7
compound gates	15	15	23.7
xor+xnor	11	11	21.7
fa+ha+maj	10	10	31.6
buf+inv	6	31	5.35
[through the flow]
stage	instance area, um2	hold slack [ps]	total power, mW	util, %
floorplan	444	3410	0.0361	-
global placement	766	4290	0.0688	20.8
detailed placement	766	4300	0.0689	20.8
CTS	766	4310	0.0696	20.8
global route	766	4350	0.0768	20.8
finish	766	4290	0.0678	20.8
[power by group through the flow]
| stage | Sequential (mW) | Combinational (mW) | Clock [mW] |
|---|---|---|---|
| CTS | 0 | 0.0696 | 0 |
| global route | 0 | 0.0768 | 0 |
| finish | 0 | 0.0678 | 0 |
[layer usage]
layer	up-vias	share of wire, %	GRT usage [%]
li1	260	-	-
met1	214	44	5.01
met2	13	50	7.45
met3	0	6.7	1.21
met4	0	0	0
met5	-	0	0
[worst max-delay path, stage by stage]
cell and delay (ps):
clkdlybuf4s50_1 480, ha_1 450, xnor2_1 190, fa_1 210, inv_1 50, fa_1 390, a21o_1 220, a311oi_1 260
nor2_1 100, o31a_1 240, clkdlybuf4s50_1 410
[final timing paths]
kind | from | to | slack [ps]
max | mode[1] | carry_borrow | 1780
min | a[0] | result[0] | 4290
[cells in the final DEF (no fill, tap or decap), types with 2 or more instances in the layout]
master and instances:
inv_1 4, xor2_1 8, fa_1 2, nor2_1 7
ha_1 8, nand2_1 2, a21oi_1 4, o21a_1 2
xnor2_1 3, a21o_1 3, clkdlybuf4s50_1 27, nor3_1 5
Power is estimated from default activity; no workload was simulated.
