==> design.v <==
module counter_8bit (
    input wire clk,              
    input wire clear,            
    input wire load,             
    input wire enable,           
    input wire [7:0] data_in,    
    output reg [7:0] count       
);
    always @(posedge clk or posedge clear) begin
        if (clear) begin
            count <= 8'b0;       
        end else if (load) begin
            count <= data_in;    
        end else if (enable) begin
            count <= count + 1;  
        end
    end
endmodule
==> run.sh <==
#!/bin/bash
# OpenROAD 26Q1-2900-gdf79404cd8, Yosys 0.63+post, stock flow scripts
make -C /OpenROAD-flow-scripts/flow DESIGN_CONFIG=/design/flow/config.mk WORK_HOME=/design/flow/orfs finish
==> config.mk <==
export PLATFORM = sky130hd
export DESIGN_NAME = counter_8bit
export DESIGN_NICKNAME = counter_8bit
export VERILOG_FILES = /design/flow/design.v
export SDC_FILE = /design/flow/constraint.sdc
export NUM_CORES = 4
export LEC_CHECK = 1
export CORE_AREA = 10 10 78 78
export DIE_AREA = 0 0 88 88
==> constraint.sdc <==
current_design counter_8bit

set clk_period 1.7
set clk_io_pct 0.2

create_clock -name clk0 -period $clk_period [get_ports {clk}]

set non_clock_inputs [all_inputs -no_clocks]
set_input_delay [expr $clk_period * $clk_io_pct] -clock clk0 $non_clock_inputs
set_output_delay [expr $clk_period * $clk_io_pct] -clock clk0 [all_outputs]
==> Slide: Implementation Results <==
Synthesis and Place & Route Summary

Global route
  • Gr ovfl total: 0
  • Vias in the first global route: 426
  • Initial antenna violation count: 0
  • First-pass GRT wire length: 2060 um
  • GR Util All Layers: 0.0348
  • Largest net degree at the start of global routing: 14

Clock network
  • CTS resizes: 0
  • CTS tree: yes
  • Reg clk slew, reported paths: 40 ps
  • Insertion Delay late pin: 230 ps
  • CTS sink count: 8
  • CTS root buf: clkbuf_8
  • CTS Buf Count: 3
  • Postcts setup bufs: 0
  • Post-CTS Hold Fix Bufs: 0
  • Max clock buf depth: 2
  • Clock H-tree levels: 1

Setup path
  • CP Cell Sequence: clkdlybuf4s50_1
  • Largest stage delay, worst path: 510 ps
  • Crit path launch type: flop
  • Crit. End Element: primary output
  • Crit path max fanout: 6
  • Worst R2R End: count[6]$_DFFE_PP0P_
  • Reg2Reg Setup Slack: 450 ps
  • CP Data Required Time: 1360 ps
  • Start point of the critical path: count[2]$_DFFE_PP0P_
  • Arrival @ worst endpoint: 1180 ps
  • Slowest stage cell, crit path: clkdlybuf4s50_1
  • Worst reg2reg path depth: 4
  • WS Path Type: reg -> out
  • Worst Path Buf+Inv: 1
  • Worst R2R Start: count[1]$_DFFE_PP0P_
  • Top delay family on crit path: buffers and inverters

Final timing
  • Fin. max-slew vios: 0
  • RSZ-0062 raised after global routing: no
  • Minimum clock period: 1520 ps
  • Max Freq: 658 MHz
  • Fin Setup TNS: 0 ps
  • Setup-failing EPs final: 0
  • Final Skew: 2.87 ps
  • Worst Tran Pin Value: 309 ps
  • Post-route clock period utilization: 0.894
  • Relative slew margins: 0.794
  • Hold Vio Cnt, Final: 0
  • Final Worst Setup Slack: 180 ps

Detailed routing
  • Routed WL: 1330 um
  • Drt wl/cell: 10.8 um
  • DRT iter0 DRCs: 28
  • # DRC: 0
  • Via density: 3.52
  • Antenna diode count: 0
  • Antenna violation net count after detailed routing: 0
  • Total vias in the final route: 433
  • Pre-antenna DRT Iters: 4

Cells and area
  • Share of layout cells above drive strength 1: 0.0845
  • Top cell excl fill/tap: clkdlybuf4s50_1
  • Area grow syn2layout: 67.1%
  • Flop area: 200 um^2
  • Logic area: 229 um^2
  • Max reg flops: 8
  • Most frequent logic cells in the routed design: clkdlybuf4s50_1 (19), nand2_1 (9), dfrtp_1 (8)
  • FILL cells: 469
  • Biggest register: count
  • Final Cell Area: 744 um^2
  • Biggest regs: count (8)
  • Post-Route Utilization: 0.169

Floorplan
  • Num ports: 20
  • Die Size: 7740 um^2
  • Core region area: 4410 um^2
  • Die width: 88 um
  • Cell Rows: 24
  • Floorplan utilization: 0.101
  • Die H: 88 um

Yosys
  • Post-Syn Area: 445 um^2
  • Synth Instances: 50
  • Yosys Instances: 50
  • Unique cell types: 16
  • Chip area in the Yosys report: 445 um^2
  • Ys flops: 8
  • Seq share, synth: 0.449
  • Yosys warns: 1
  • Syn Area/Cell: 8.91 um^2

Placed design
  • Detail Placement HPWL: 1090 um
  • IO buf count: 19
  • DP Area: 703 um^2
  • Post-Place Setup Slack: 130 ps
  • Placer Congestion: 0.735

Pwr
  • Leakage Power: 0.000289 uW
  • VDD IR max: 0.265 mV
  • PD cells: 792 nW/um^2

Job
  • Tool warnings: 25
  • Max cap viols: 0

Outcome
  • Status: finished, final reports clean

Worst hold path
  • Worst hold path class: in -> async
-- synth_stat cells --
library cell  n  area [um^2]
nand2_1       9         33.8
dfrtp_1       8          200
o21ai_0       6         30.0
nand3_1       5         25.0
nand4_1       3         18.8
nor2b_1       3         18.8
or4_1         3         22.5
xor2_1        3         26.3
clkbuf_1      2         7.51
o21ai_1       2         10.0
buf_2         1         5.00
ha_1          1         12.5
inv_1         1         3.75
mux2i_1       1         10.0
nand4_2       1         12.5
xnor2_1       1         8.76
-- how the worst max path moves through the flow --
stage / endpoint / slack [ps] / cells past startpoint
global route: count[2] / 110 / 1
finish: count[2] / 180 / 1
CTS: count[0] / 170 / 1
-- where the power goes --
group / total [uW] / leakage (uW) / switching (uW) / internal [uW]
Combinational: 123 / 0.000170 / 40.3 / 83.1
Sequential: 242 / 0.0000970 / 29.8 / 212
Clock: 224 / 0.0000216 / 70.7 / 153
Total: 589 / 0.000289 / 141 / 448
-- cell families (layout without fill, tap and decap cells) --
group           Yosys count  after routing  share of synthesized area
buf+inv                   4             25                     0.0365
compound gates            8              8                     0.0899
mux                       1              1                     0.0225
simple gates             24             24                      0.295
xor+xnor                  4              4                     0.0787
flops                     8              8                      0.449
fa+ha+maj                 1              1                     0.0281
-- metal layers --
layer,share of wire,vias up,GRT usage,wire length (um)
met5,0,-,0,0
met4,0.0075,0,0.00290,10
met3,0.18,2,0.0271,236
met2,0.41,20,0.0489,546
met1,0.40,190,0.0427,538
li1,-,221,-,-
-- through the flow --
| step | power [uW] | instances | hold slack [ps] |
|---|---|---|---|
| 3_3_place_gp | 371 | 120 | 572 |
| 4_1_cts | 598 | 123 | 379 |
| 6_report | 589 | 123 | 364 |
| 3_5_place_dp | 371 | 120 | 575 |
| 2_1_floorplan | 284 | 50 | 156 |
| 5_1_grt | 632 | 123 | 422 |
-- layout make-up --
class | instances | share of cell area
Multi-Input combinational cell | 38 | 0.308
Inverter | 1 | 0.00504
Sequential cell | 8 | 0.269
Tap cell | 52 | 0.0874
Timing Repair Buffer | 21 | 0.276
Clock buffer | 3 | 0.0555
Power figures rest on the tool's default switching activity, not on a simulated workload.
